`./run.sh`:
```
#!/bin/bash
# OpenROAD 26Q1-2900-gdf79404cd8, Yosys 0.63+post, stock flow scripts
make -C /OpenROAD-flow-scripts/flow DESIGN_CONFIG=/design/flow/config.mk WORK_HOME=/design/flow/orfs finish
```
`./config.mk`:
```
export PLATFORM = sky130hd
export DESIGN_NAME = ColDataMux
export DESIGN_NICKNAME = ColDataMux
export VERILOG_FILES = /design/flow/design.v
export SDC_FILE = /design/flow/constraint.sdc
export NUM_CORES = 4
export LEC_CHECK = 1
export CORE_AREA = 10 10 173 173
export DIE_AREA = 0 0 183 183
```
`./constraint.sdc`:
```
current_design ColDataMux

set clk_period 24.9
set clk_io_pct 0.2

create_clock -name clk0 -period $clk_period

set non_clock_inputs [all_inputs -no_clocks]
set_input_delay [expr $clk_period * $clk_io_pct] -clock clk0 $non_clock_inputs
set_output_delay [expr $clk_period * $clk_io_pct] -clock clk0 [all_outputs]
```
`./design.v`:
```
`timescale 1ns / 1ps
module ColDataMux(
    input [6:0] SEL,
    output logic [6:0] D_OUT,
    input [6:0] col_0,
    input [6:0] col_1,
    input [6:0] col_2,
    input [6:0] col_3,
    input [6:0] col_4,
    input [6:0] col_5,
    input [6:0] col_6,
    input [6:0] col_7,
    input [6:0] col_8,
    input [6:0] col_9,
    input [6:0] col_10,
    input [6:0] col_11,
    input [6:0] col_12,
    input [6:0] col_13,
    input [6:0] col_14,
    input [6:0] col_15,
    input [6:0] col_16,
    input [6:0] col_17,
    input [6:0] col_18,
    input [6:0] col_19,
    input [6:0] col_20,
    input [6:0] col_21,
    input [6:0] col_22,
    input [6:0] col_23,
    input [6:0] col_24,
    input [6:0] col_25,
    input [6:0] col_26,
    input [6:0] col_27,
    input [6:0] col_28,
    input [6:0] col_29,
    input [6:0] col_30,
    input [6:0] col_31,
    input [6:0] col_32,
    input [6:0] col_33,
    input [6:0] col_34,
    input [6:0] col_35,
    input [6:0] col_36,
    input [6:0] col_37,
    input [6:0] col_38,
    input [6:0] col_39,
    input [6:0] col_40,
    input [6:0] col_41,
    input [6:0] col_42,
    input [6:0] col_43,
    input [6:0] col_44,
    input [6:0] col_45,
    input [6:0] col_46,
    input [6:0] col_47
    );
    always_comb
    begin
    case (SEL)
        0 : begin   
            D_OUT = 7'h7f;
        end
        1 : begin
            D_OUT = 7'h7f;
        end
        2 : begin
            D_OUT = 7'h7f;
        end
        3 : begin
            D_OUT = 7'h7f;
        end
        4 : begin
            D_OUT = 7'h7f;
        end
        5 : begin
            D_OUT = 7'h7f;
        end
        6 : begin
            D_OUT = 7'h7f;
        end
        7 : begin
            D_OUT = 7'h7f;
        end
        8 : begin
            D_OUT = 7'h7f;
        end
        9 : begin
            D_OUT = 7'h7f;
        end
        10 : begin
            D_OUT = 7'h7f;
        end
        11 : begin
            D_OUT = 7'h7f;
        end
        12 : begin
            D_OUT = 7'h7f;
        end
        13 : begin
            D_OUT = 7'h7f;
        end
        14 : begin
            D_OUT = 7'h7f;
        end
        15 : begin
            D_OUT = 7'h7f;
        end
        16 : begin
            D_OUT = 7'h7f;
        end
        17 : begin
            D_OUT = 7'h7f;
        end
        18 : begin
            D_OUT = 7'h7f;
        end
        19 : begin
            D_OUT = 7'h7f;
        end
        20 : begin
            D_OUT = 7'h7f;
        end
        21 : begin
            D_OUT = 7'h7f;
        end
        22 : begin
            D_OUT = 7'h7f;
        end
        23 : begin
            D_OUT = 7'h7f;
        end
        24 : begin
            D_OUT = col_0;
        end
        25 : begin
            D_OUT = col_1;
        end
        26 : begin
            D_OUT = col_2;
        end
        27 : begin
            D_OUT = col_3;
        end
        28 : begin
            D_OUT = col_4;
        end
        29 : begin
            D_OUT = col_5;
        end
        30 : begin
            D_OUT = col_6;
        end
        31 : begin
            D_OUT = col_7;
        end
        32 : begin
            D_OUT = col_8;
        end
        33 : begin
            D_OUT = col_9;
        end
        34 : begin
            D_OUT = col_10;
        end
        35 : begin
            D_OUT = col_11;
        end
        36 : begin
            D_OUT = col_12;
        end
        37 : begin
            D_OUT = col_13;
        end
        38 : begin
            D_OUT = col_14;
        end
        39 : begin
            D_OUT = col_15;
        end
        40 : begin
            D_OUT = col_16;
        end
        41 : begin
            D_OUT = col_17;
        end
        42 : begin
            D_OUT = col_18;
        end
        43 : begin
            D_OUT = col_19;
        end
        44 : begin
            D_OUT = col_20;
        end
        45 : begin
            D_OUT = col_21;
        end
        46 : begin
            D_OUT = col_22;
        end
        47 : begin
            D_OUT = col_23;
        end
        48 : begin
            D_OUT = col_24;
        end
        49 : begin
            D_OUT = col_25;
        end
        50 : begin
            D_OUT = col_26;
        end
        51 : begin
            D_OUT = col_27;
        end
        52 : begin
            D_OUT = col_28;
        end
        53 : begin
            D_OUT = col_29;
        end
        54 : begin
            D_OUT = col_30;
        end
        55 : begin
            D_OUT = col_31;
        end
        56 : begin
            D_OUT = col_32;
        end
        57 : begin
            D_OUT = col_33;
        end
        58 : begin
            D_OUT = col_34;
        end
        59 : begin
            D_OUT = col_35;
        end
        60 : begin
            D_OUT = col_36;
        end
        61 : begin
            D_OUT = col_37;
        end
        62 : begin
            D_OUT = col_38;
        end
        63 : begin
            D_OUT = col_39;
        end
        64 : begin
            D_OUT = col_40;
        end
        65 : begin
            D_OUT = col_41;
        end
        66 : begin
            D_OUT = col_42;
        end
        67 : begin
            D_OUT = col_43;
        end
        68 : begin
            D_OUT = col_44;
        end
        69 : begin
            D_OUT = col_45;
        end
        70 : begin
            D_OUT = col_46;
        end
        71 : begin
            D_OUT = col_47;
        end
        default: begin
            D_OUT = 7'b1111111;
        end
    endcase
    end
endmodule
```
==> run notes <==
Status of the implementation.

- By instance count, the cell type seen most on the critical path is sky130_fd_sc_hd__buf_4.
- The count of cells in the finished layout, fillers not included, comes to 1118.
- The worst hold-check path type is in -> out, for reference.
- Logged for this run, the post-placement worst setup slack is 11.55 ns.
- The area of the core region is 26100 um2, for reference.
- The power report lists cell-internal power as 69.2 uW.
- The largest fanout on the critical path is 53, for reference.
- In this run switching power makes up 41.9% of total power.
- The via-per-instance ratio is 5.09, for reference.
- The number of setup buffers added after CTS is 0, for reference.
- Cells with a size suffix above 1 make up 7.56% of the layout.
- Across the whole layout, storage elements account for 0 um2.
- The arrival time at the worst endpoint is 8.37 ns, for reference.
- The category of cells accounting for the largest share of critical-path delay is AND-OR/OR-AND gates, for reference.
- According to the floorplan report, the total die area is 33500 um2.
- The headroom to the max-slew limit is 23.0%, for reference.
- The post-layout period usage of the worst path is 53.6%, for reference.
- The number of buffers inserted by hold repair at cts is 0, for reference.
- Across all setup checks in the final design, the least slack found is 11.55 ns.
- The violation tally from detailed-route iteration zero is 418, for reference.
- Counting distinct cell types in the post-synthesis netlist gives 64.
- The worst setup path is of the in -> out kind.
- The residual antenna-violating net count after detailed routing is 0, for reference.
- The power density over the cells is 16.8 nW/um2, for reference.
- The first detailed-routing pass ran for 5 iterations.
- The timing report notes that buffer and inverter cells on the critical path total 3.
- The endpoint with the worst hold slack is D_OUT[3], for reference.
- For this run, the top clock speed supported by timing is 74.9 MHz.
- The residual overflow from global routing is 0, for reference.
- The net switching power is 50.0 uW, for reference.
- The port buffer count is 350, for reference.
- The cell count after synthesis is 462, for reference.
- The placed wire-length estimate after detailed placement is 29400 um, for reference.
- The run finished with clean final reports.
- For this run, the number of Yosys warnings is 1.
- The share of total power in the clock network is 0%, for reference.
- Max-slew check failures listed in the final report amount to 0.
- The part of the Yosys area used for sequential elements is 0%, for reference.
- Per the detail_route report, the via count comes to 5693.
- The standby leakage power is 0.00241 uW, for reference.
- For the worst min-delay path, the startpoint reported by OpenROAD is SEL[0].
- The number of cells reported by Yosys stat comes to 462.
- Entering global routing, the biggest net connects 55 pins.
- The number of global-route vias before repair is 6233, for reference.
- Per the OpenROAD floorplan log, the height of the die is 183 um.
- The part of the power in combinational logic is 100.0%, for reference.
- Row generation in the floorplan step produced 59 rows.
- During I/O placement, the number of pins put on the boundary was 350.
- The growth of design area from synthesis to finish is 117%, for reference.
- The layout has 0 clock buffers.
- At the floorplan stage, the core utilization is reported as 12.5%.
- For this design, the slowest cell found on the critical path is sky130_fd_sc_hd__a2111oi_0.
- In this run the maximum-capacitance check reported violations numbering 0.
- For the pin with the worst max-slew slack, the measured transition is 1.15 ns.
- The chip area in the Yosys report is 3270 um2, for reference.
- The worst voltage drop across the vdd grid is 6.68 uV, for reference.
- The worst hold margin is 11.02 ns, for reference.
- The final setup violation count is 0, for reference.
- The DRC violation total left in the routed layout is recorded as 0.
- Setup repair after global routing left no endpoint under its margin.
- The data required time of the worst path is 19.92 ns, for reference.
- The number of cells after detailed placement is 1115, for reference.
- At the end of routability-driven placement, the weighted congestion stood at 0.957.
- For reference, the critical path cell chain is buf_4 > buf_4 > nor2b_2 > a22o_1 > a2bb2oi_1 > o311ai_1 > a2111oi_0 > nand3_1 > clkdlybuf4s50_1.
- The wire length of the first global-routing pass is 47400 um, for reference.
- The script logs the mean routed wire length per placed instance as 31.3 um.
- The number of warnings reported in the stage logs is 32.
- From left edge to right edge, the die measures 183 um.
- The number of flip-flops and latches is 0, for reference.
- STA classifies the critical path endpoint as an output port.
- The total global routing track utilization is 19.9%, for reference.
- The largest incremental delay on the critical path is 0.73 ns, for reference.
- The final standard cell utilization of the core is 27.2%, for reference.
- The mean instance size in the synthesized netlist is 7.08 um2, for reference.
- The number of gates resized after CTS was 0.
- The final tally of hold violations is 0, for reference.
- The netlist area before placement is 3270 um2, for reference.
- The final period demand of the worst path is 13.35 ns, for reference.
- The final wirelength is 35000 um, for reference.
- The element type at the critical path start is an input pin, for reference.
- The number of cells on the worst hold path is 5, for reference.
- The share of total power dissipated in sequential elements is 0%.
- The sum of negative setup slack is 0 ns, for reference.
- The initial antenna violation count is 5, for reference.
-- cells in the final DEF, fill, tap and decap left out, drive strengths merged, types with 5 or more instances in the layout --
| cell | synthesis | routed |
|---|---|---|
| a21oi | 20 | 20 |
| a222oi | 6 | 6 |
| a22o | 25 | 25 |
| a22oi | 36 | 36 |
| a31oi | 15 | 15 |
| a32o | 6 | 6 |
| a32oi | 28 | 28 |
| and2 | 7 | 7 |
| and3 | 5 | 5 |
| buf | 31 | 26 |
| clkdlybuf4s50 | 0 | 346 |
| mux2 | 25 | 25 |
| mux2i | 33 | 33 |
| nand2 | 24 | 24 |
| nand2b | 8 | 8 |
| nand3 | 19 | 19 |
| nand4 | 8 | 8 |
| nor2 | 20 | 20 |
| nor2b | 12 | 12 |
| nor3 | 10 | 10 |
| o21ai | 20 | 20 |
| o22a | 5 | 5 |
| o22ai | 14 | 14 |
-- Yosys cell counts (all sizes together), types with 5 or more instances --
library cell	number	area (um2)
nand3	19	95.1
a21oi	20	100
o22ai	14	101
nor2b	12	75.1
and3	5	31.3
nor3	10	50.1
nand4	8	50.1
o21ai	20	100
mux2	25	282
nand2	24	90.1
buf	31	174
a22o	25	219
clkbuf	23	86.3
nor2	20	75.1
a222oi	6	60.1
a32o	6	60.1
a31oi	15	93.8
mux2i	33	330
and2	7	43.8
o22a	5	43.8
nand2b	8	50.1
a32oi	28	245
a22oi	36	270
-- power groups by stage --
stage / clock [uW] / sequential, uW / combinational, uW
after CTS: 0 / 0 / 119
after global routing: 0.0000162 / 0 / 126
final: 0.0000162 / 0 / 119
-- kinds of logic after synthesis --
| family | after synthesis | synth area share, % |
|---|---|---|
| buf+inv | 58 | 8.42 |
| compound gates | 208 | 48.3 |
| simple gates | 136 | 23.2 |
| mux | 60 | 20.1 |
-- metrics by stage --
stage,power [uW],instance area [um2]
4_1_cts,119,7100
6_report,119,7110
2_1_floorplan,38.6,3270
3_5_place_dp,119,7100
5_1_grt,126,7110
3_3_place_gp,119,7100
-- worst max path at each step --
stage / depth (start not counted) / slack (ns) / start / endpoint
4_1_cts: 9 / 11.54 / SEL[1] / D_OUT[3]
5_1_grt: 9 / 11.36 / SEL[0] / D_OUT[1]
6_report: 9 / 11.55 / SEL[0] / D_OUT[1]
-- tightest hold or removal path, stage by stage --
cell and delay, ns:
sky130_fd_sc_hd__buf_4 0.22, sky130_fd_sc_hd__nand2_1 0.09, sky130_fd_sc_hd__a21oi_1 0.11, sky130_fd_sc_hd__or4_1 0.15, sky130_fd_sc_hd__clkdlybuf4s50_1 0.48
-- final cells by class --
cell class / count / area, um2
diodes: 3 / 7.51
fillers: 2872 / 19000
inverters: 4 / 15.0
multi-input cells: 404 / 3010
well taps: 335 / 419
repair buffers: 372 / 3650
-- metal layers --
layer  vias to the layer above  track usage [%]  routed length, um  part of all wire [%]
met5                         -                0                 24                 0.069
met4                         4             3.70                677                   1.9
met3                        38             5.39               2900                   8.3
met2                       328             34.3              17400                    50
met1                      2748             24.4              14000                    40
li1                       2575                -                  -                     -
Power is estimated from default activity; no workload was simulated.
