`/design/flow/config.mk`:
```
export PLATFORM = sky130hd
export DESIGN_NAME = Debouncer
export DESIGN_NICKNAME = Debouncer
export VERILOG_FILES = /design/flow/design.v
export SDC_FILE = /design/flow/constraint.sdc
export NUM_CORES = 4
export LEC_CHECK = 1
export CORE_AREA = 10 10 73 73
export DIE_AREA = 0 0 83 83
```
`/design/flow/constraint.sdc`:
```
current_design Debouncer

set clk_period 3.3
set clk_io_pct 0.2

create_clock -name clk0 -period $clk_period [get_ports {CLK}]

set non_clock_inputs [all_inputs -no_clocks]
set_input_delay [expr $clk_period * $clk_io_pct] -clock clk0 $non_clock_inputs
set_output_delay [expr $clk_period * $clk_io_pct] -clock clk0 [all_outputs]
```
`/design/flow/design.v`:
```
`timescale 1ns / 1ps
module Debouncer (
    input CLK,
    input BTN,
    output logic DB_BTN
    );
    const logic [7:0] c_LOW_GOING_HIGH_CLOCKS = 8'h19;  
    const logic [7:0] c_HIGH_GOING_LOW_CLOCKS = 8'h33;  
    const logic [7:0] c_ONE_SHOT_CLOCKS       = 8'h01;  
    typedef enum { ST_init, ST_BTN_low, ST_BTN_low_to_high, ST_BTN_high, ST_BTN_high_to_low, ST_one_shot} STATES;
    STATES NS, PS;
    logic [7:0] s_db_count = 8'h00;
    logic s_count_rst, s_count_inc = 1'b0;
    always_ff @(posedge CLK) begin
        if (s_count_rst == 1'b1)
            s_db_count = 8'h00;
        else if (s_count_inc == 1'b1)
            s_db_count = s_db_count + 1;
    end
    always_ff @(posedge CLK) begin
       PS = NS; 
    end
    always_comb begin
        NS = ST_init;
        DB_BTN = 1'b0;
        s_count_rst = 1'b0;
        s_count_inc = 1'b0;
        case (PS)
            ST_init: begin           
                NS = ST_BTN_low;
                DB_BTN = 1'b0;
                s_count_rst = 1'b1;
            end
            ST_BTN_low: begin    
                if (BTN == 1'b1) begin        
                    NS = ST_BTN_low_to_high;  
                    s_count_inc = 1'b1;        
                end
                else begin
                    NS = ST_BTN_low;         
                    s_count_rst = 1'b1;
                end
            end
            ST_BTN_low_to_high: begin    
                if (BTN == 1'b1) begin   
                    if (s_db_count == c_LOW_GOING_HIGH_CLOCKS) begin 
                        NS = ST_BTN_high;
                        s_count_rst = 1'b1;
                    end
                    else begin           
                        NS = ST_BTN_low_to_high;
                        s_count_inc = 1'b1;
                    end
                end
                else begin               
                    NS = ST_BTN_low;
                    s_count_rst = 1'b1;
                end
            end
            ST_BTN_high: begin           
                if (BTN == 1'b1) begin 
                    NS = ST_BTN_high;
                    s_count_rst = 1'b1;
                end
                else begin               
                    NS = ST_BTN_high_to_low;
                    s_count_inc = 1'b1;
                end
            end
            ST_BTN_high_to_low: begin
                if (BTN == 1'b0) begin   
                    if (s_db_count == c_HIGH_GOING_LOW_CLOCKS) begin 
                        NS = ST_one_shot;
                        s_count_rst = 1'b1;
                    end
                    else begin           
                        NS = ST_BTN_high_to_low;
                        s_count_inc = 1'b1;
                    end
                end
                else begin               
                    NS = ST_BTN_high;
                    s_count_rst = 1'b1;
                end 
            end
            ST_one_shot: begin   
                if (s_db_count == c_ONE_SHOT_CLOCKS) begin  
                    NS = ST_init;
                    s_count_rst = 1'b1;
                    DB_BTN = 1'b0;
                end
                else begin               
                    NS = ST_one_shot;
                    s_count_inc = 1'b1;
                    DB_BTN = 1'b1;
                end
            end
            default: begin               
                NS = ST_init;
                s_count_rst = 1'b1;
                s_count_inc = 1'b0;
                DB_BTN = 1'b0;
            end
        endcase
    end
endmodule
```
`/design/flow/run.sh`:
```
#!/bin/bash
# OpenROAD 26Q1-2900-gdf79404cd8, Yosys 0.63+post, stock flow scripts
make -C /OpenROAD-flow-scripts/flow DESIGN_CONFIG=/design/flow/config.mk WORK_HOME=/design/flow/orfs finish
```
==> results.sh <==
# implementation run metrics
export IMPL_drive_above_1_share=0.1023
export IMPL_worstPathRequired_ns=2.64
export IMPL_hold_viol_final=0
export IMPL_synth_largest_area_cell="dfxtp_1"
export IMPL_ctsResizeCount=0
export IMPL_setup_viol=0
export IMPL_end_kind="primary output"
export IMPL_yosys_register_bits=11
export IMPL_synth_edff_count=0
export IMPL_ir_worst_vdd_mv=0.1652
export IMPL_cts_buffers=3
export IMPL_area_leaders="dfxtp_1 30%, mux2i_1 9.7%, ha_1 5.2%"
export IMPL_ios=3
export IMPL_globalplace_congestion=0.8527
export IMPL_top_cell_area_share=0.3040
export IMPL_synth_cells=84
export IMPL_final_cells=136
export IMPL_synth_seq_share=0.3040
export IMPL_fp_row_count=22
export IMPL_yosysWarnings=1
export IMPL_viasPerCell=4.544
export IMPL_grt_pass1_vias=568
export IMPL_clock_skew_ns=0.003605
export IMPL_portBuffers=2
export IMPL_openroad_warnings=26
export IMPL_avgRoutedWirePerCell_um=10.38
export IMPL_ys_cells=84
export IMPL_area_delta_synth_final_pct=14.85
export IMPL_dp_hpwl_um=991.5
export IMPL_ys_types=31
export IMPL_holdBufCountCts=0
export IMPL_arrival_ns=2.10
export IMPL_syn_area_per_cell_um2=8.624
export IMPL_track_usage=0.04104
export IMPL_placedCellCount=132
export IMPL_criticalPathCategory="flip-flop to primary output"
export IMPL_postRouteAntennaNets=0
export IMPL_fp_dieW_um=83
export IMPL_cts_path_max_buffers=2
export IMPL_finalCritPeriodShare=0.8352
export IMPL_grt_antenna_before_repair=0
export IMPL_path_clk_slew_ns=0.05
export IMPL_clkLatencyLatePin_ns=0.24
export IMPL_netlist_area_um2=724.4
export IMPL_maxCapViolCount=0
export IMPL_tns_ns=0
export IMPL_worstMarginPinSlew_ns=0.8128
export IMPL_yosysChipArea_um2=724.4
export IMPL_fin_util=0.2223
export IMPL_drv_slew=0
export IMPL_initCoreUtil=0.1935
export IMPL_synthArstFlopShare=0
export IMPL_grt_pass1_wl_mm=2.518
export IMPL_common_cells="11 x dfxtp_1, 10 x nand2_1, 7 x mux2i_1, 7 x nor2_1"
export IMPL_h_tree_depth=1
export IMPL_top_cell="dfxtp_1"
export IMPL_leakage_nw=0.3576
export IMPL_ys_flop_type="dfxtp_1"
export IMPL_path_max_fanout=5
export IMPL_start_kind="flip-flop"
export IMPL_antenna_cells=0
export IMPL_grt_setup_unrepaired="false"
export IMPL_status="finished, final reports clean"
export IMPL_cts_root_buffer="clkbuf_8"
export IMPL_cts_sinks=11
export IMPL_relSlewSlack=0.4540
export IMPL_first_pass_iters=4
export IMPL_p_per_area_nw_per_um2=808.5
export IMPL_dieArea_um2=6889
export IMPL_drtIter0Drc=50
export IMPL_die_h_um=83
export IMPL_drc=0
export IMPL_clock_fmax_ghz=0.3628
export IMPL_finalCriticalPeriod_ns=2.756
export IMPL_grt_max_degree=12
export IMPL_placeableCoreArea_um2=3744
export IMPL_routed_wl_mm=1.411
export IMPL_cts_tree="built"
export IMPL_postCtsSetupBuffers=0
export IMPL_vias=618
export IMPL_grt_overflow=0
export IMPL_min_path_type="flip-flop to flip-flop"
## path summary, 6_finish.rpt
check,start,endpoint,slack (ns),cells past startpoint
max,s_db_count[7],DB_BTN,0.54,4
min,s_db_count[6],s_db_count[6],0.52,1
max reg2reg,s_db_count[0],s_db_count[5],1.23,7
min reg2reg,s_db_count[6],s_db_count[6],0.52,1
## per-layer routing
layer | routed length (um) | GRT usage | vias up
met5 | 0 | 0 | -
met4 | 24 | 0.01077 | 0
met3 | 106 | 0.02165 | 4
met2 | 567 | 0.05377 | 20
met1 | 713 | 0.05653 | 282
li1 | - | - | 312
## through the flow
| stage | setup WS (ns) | area (um2) | hold WS [ns] | total power (W) |
|---|---|---|---|---|
| floorplan | 1.320 | 724.4 | 0.4583 | 0.0004897 |
| global placement | 0.7151 | 785.8 | 0.4864 | 0.0005284 |
| detailed placement | 0.5931 | 785.8 | 0.4996 | 0.0005309 |
| CTS | 0.5296 | 832.0 | 0.5106 | 0.0006759 |
| global route | 0.4331 | 832.0 | 0.5493 | 0.0007339 |
| finish | 0.5437 | 832.0 | 0.5154 | 0.0006727 |
## layout make-up
class                           count  area, um2
Clock buffer                        3      41.29
Clock inverter                      1      5.005
Fill cell                         425       2912
Inverter                            1      3.754
Multi-Input combinational cell     70      481.7
Sequential cell                    11      220.2
Tap cell                           48      60.06
Timing Repair Buffer                2      20.02
## cell families (layout without fill, tap and decap cells)
family                     count (synthesis)  after routing  synth area share
xor gates and xnor gates                   2              2           0.02418
buffers and inverters                      3              7           0.03109
and+or+nand+nor                           45             45            0.3420
muxes                                      7              7           0.09672
adders and majority gates                  3              3           0.05182
DFF                                       11             11            0.3040
AOI/OAI and AO/OA                         13             13            0.1503
## cell usage in the layout (no fill, tap or decap)
cell	n
a211oi_2	1
or3_1	3
mux2i_1	7
nand2b_1	4
o31a_1	2
nor3_1	2
nor2_1	7
clkbuf_8	3
or4b_4	1
or4_1	1
a21oi_2	1
nor3b_1	1
clkdlybuf4s50_1	2
xnor2_1	1
a21o_1	1
nor2b_1	4
nor4_1	1
xor2_1	1
o21ai_1	2
and2b_1	1
clkinv_2	1
nand4_1	5
o21bai_1	1
a211oi_1	1
and3_1	5
ha_1	3
inv_1	1
a21oi_1	2
a21boi_4	1
nand2_1	10
o21ai_2	1
dfxtp_1	11
## worst max-delay path, stage by stage, from the launching register on
cell and delay (ns):
dfxtp_1 0.34, or4_1 0.57, or3_1 0.40, nor2b_1 0.15, clkdlybuf4s50_1 0.40
## where the power goes
part	switching, W	internal [W]	leakage, nW
sequential	0.0000526	0.000158	0.0896
combinational	0.000177	0.000148	0.242
clock	0.0000538	0.0000832	0.0255
## sequential cells by signal, indices dropped and copies added, names as in the netlist
signal,cells
s_db_count,8
PS,3
No activity file was given, so power comes from the tool's default toggle rates.
