==> ./run.sh <==
#!/bin/bash
# OpenROAD 26Q1-2900-gdf79404cd8, Yosys 0.63+post, stock flow scripts
make -C /OpenROAD-flow-scripts/flow DESIGN_CONFIG=/design/flow/config.mk WORK_HOME=/design/flow/orfs finish
==> ./config.mk <==
export PLATFORM = sky130hd
export DESIGN_NAME = WordFSM
export DESIGN_NICKNAME = WordFSM
export VERILOG_FILES = /design/flow/design.v
export SDC_FILE = /design/flow/constraint.sdc
export NUM_CORES = 4
export LEC_CHECK = 1
export CORE_AREA = 10 10 70 70
export DIE_AREA = 0 0 80 80
==> ./constraint.sdc <==
current_design WordFSM

set clk_period 1.8
set clk_io_pct 0.2

create_clock -name clk0 -period $clk_period [get_ports {clk}]

set non_clock_inputs [all_inputs -no_clocks]
set_input_delay [expr $clk_period * $clk_io_pct] -clock clk0 $non_clock_inputs
set_output_delay [expr $clk_period * $clk_io_pct] -clock clk0 [all_outputs]
==> ./design.v <==
module WordFSM(
    input clk, BTN,
    output logic [8:0] char_0, char_1, char_2, char_3, char_4, char_5, char_6, char_7
    );
    parameter [1:0] KEVIN = 2'b00, HI = 2'b01, IT_WORKS = 2'b10;
    logic [1:0] NS = HI;
    logic [1:0] PS = KEVIN;
    always_ff @(posedge clk) begin
        if (BTN)
            PS = NS;
        else
            PS = PS;
    end
    always_comb begin
        case (PS)
            KEVIN: begin
                char_0 = "K";
                char_1 = "E";
                char_2 = "V";
                char_3 = "I";
                char_4 = "N";
                char_5 = "";
                char_6 = "";
                char_7 = "";
                NS = HI;
            end
            HI: begin
                char_0 = "H";
                char_1 = "I";
                char_2 = "";
                char_3 = "T";
                char_4 = "H";
                char_5 = "E";
                char_6 = "R";
                char_7 = "E";
                NS = IT_WORKS;
            end
            IT_WORKS: begin
                char_0 = "I";
                char_1 = "T";
                char_2 = "";
                char_3 = "W";
                char_4 = "O";
                char_5 = "R";
                char_6 = "K";
                char_7 = "S";
                NS = KEVIN;
            end
            default: begin
                char_0 = "";
                char_1 = "";
                char_2 = "";
                char_3 = "";
                char_4 = "";
                char_5 = "";
                char_6 = "";
                char_7 = "";
                NS = KEVIN;
            end
        endcase
    end
endmodule
==> out/metrics.cfg <==
[cts]
postCtsSetupBuffers=0
numCtsBuffers=3
cts_max_level=1
clock.latency.late_pin_ns=0.22
cts_buffer_depth=2
cts_tree=yes
cts-root-buf=clkbuf_4
hold_buffers=0
clk_pin_slew_ns=0.03
cts_resized=22
clock-sinks=2

[synth]
postSynthCellCount=77
synth_warnings=1
top_area_share_pct=77.5
synth.distinct_cells=7
yosys.stat.chipArea_sq_um=629
area_leaders=buf_4 (78%), edfxtp_1 (9.5%), ha_1 (8.0%), inv_1 (1.8%), o21ba_2 (1.6%)
yosysCellCount=77
synth_flop_count=2
largest_area_cell=buf_4
netlist_area_sq_um=629
yosysSeqAreaShare_pct=9.54
syn_avg_cell_area_sq_um=8.17

[timing]
finalSetupViolations=19
holdWs_ns=0.755
final_max_slew_viol_count=0
timing.final.crit_share_pct=105
finalWorstSetupSlack_ns=-0.0940
skew_ns=0.00127
fmax_mhz=528
rsz0062_at_grt=yes
final.min_clock_period_ns=1.89
finalHoldViolCount=0

[critical_path]
crit_arrival_ns=1.53
required_ns=1.44
path_max_fanout=5
rr_worst_depth=2
critical_path_class=reg -> out
cp-end-kind=primary output
regToRegSetupSlack_ns=0.76
start_kind=flop

[status]
violations=setup timing
status=complete, but fails checks

[global_routing]
grt_max_degree=10
grt_pass1_wl_microns=1920
antenna_found_initial=0
grtUsageTotal_pct=3.61
grt_pass1_vias=409
grt.overflow.total=0

[layout]
layout-drive-gt1-share_pct=17.6
lay_top_count=conb_1
lay_top_cells=conb_1 (33), clkdlybuf4s50_1 (26), dlygate4sd2_1 (14)
area_growth_pct=25.0
largest_register_ffs=2
fin_area_sq_um=787

[route]
dr.pass1.iters=2
totalWireLength_microns=1450
antenna_left=0
wl_per_cell_microns=10.6
vias=353
num_antenna_cells=0
drtIter0Drc=2
vias_per_cell=2.58
drc_errors=0

[pwr]
powerDensity_mw_per_mm2=404
leakagePower_nw=0.387
totalPowerFinal_mw=0.318
peakVddDrop_v=0.0000973

[floorplanning]
die_h_microns=80
chipArea_sq_mm=0.00640
io_pins=74
fp.dieW_microns=80
fp_util_pct=18.4
fp-row-count=21
coreArea_sq_mm=0.00342

[flow_run]
maxCapViolCount=0
warnings=30

[place]
dpl_cell_area_sq_um=749
dpl.hpwl_microns=1340
portBuffers=40
gp_congestion=0.748

[hold_path]
hp-class=in -> reg
min_path_cells=1

-- layer usage --
layer / global-route usage [%] / vias up / wire length [microns]
met5: 0 / - / 0
met4: 0.880 / 0 / 0
met3: 2.73 / 0 / 270
met2: 5.70 / 38 / 692
met1: 3.73 / 151 / 485
li1: - / 164 / -
-- worst paths after layout --
check / start / end
setup reg to reg: PS[0] / PS[1]
hold / removal: BTN / PS[1]
hold reg to reg: PS[0] / PS[1]
setup / recovery: PS[0] / char_4[2]
-- power by group --
part           internal (mW)  leakage (nW)  total, mW  switching (mW)
logic                  0.121         0.353      0.161          0.0405
clock network         0.0735        0.0138     0.0980          0.0245
registers             0.0558        0.0203     0.0589         0.00309
-- critical path, cell delays in order (launching register included) --
cell and delay (ns):
edfxtp_1 0.42, inv_2 0.11, ha_2 0.19, or2_4 0.13
clkdlybuf4s50_1 0.46
-- through the flow --
stage               setup TNS (ns)  cells  utilization (%)  setup slack (ns)
floorplan                        0    109                -             0.370
global placement                 0    134             21.9            0.0616
finish                       -1.64    137             23.0           -0.0940
detailed placement               0    134             21.9            0.0529
CTS                          -2.21    137             22.7            -0.121
global route                 -3.44    137             23.0            -0.184
-- synth_stat cells, drive strengths merged --
library cell and n:
conb 1, ha 4, or2 1, buf 65
o21ba 1, inv 3, edfxtp 2
-- kinds of logic after synthesis --
family / count (synthesis) / synth area share (%)
DFF: 2 / 9.54
and+or+nand+nor: 1 / 0.995
other: 1 / 0.596
buffers and inverters: 68 / 79.3
AOI/OAI and AO/OA: 1 / 1.59
adders and majority gates: 4 / 7.95
-- final cells by class --
cell class                      instances  area, sq um
Clock buffer                            3         22.5
Fill cell                             370         2630
Inverter                                3         13.8
Multi-Input combinational cell         39          213
Sequential cell                         2         60.1
Tap cell                               46         57.6
Timing Repair Buffer                   44          420
Power and IR drop assume default switching activity.
